### config.mk
export PLATFORM = sky130hd
export DESIGN_NAME = fifo_async
export DESIGN_NICKNAME = fifo_async
export VERILOG_FILES = /design/flow/design.v
export SDC_FILE = /design/flow/constraint.sdc
export NUM_CORES = 4
export LEC_CHECK = 1
export CORE_UTILIZATION = 50
### constraint.sdc
current_design fifo_async

set clk_period 5.2
set clk_io_pct 0.2

create_clock -name clk0 -period $clk_period [get_ports {R_CLK}]
create_clock -name clk1 -period $clk_period [get_ports {W_CLK}]

set non_clock_inputs [all_inputs -no_clocks]
set_input_delay [expr $clk_period * $clk_io_pct] -clock clk0 $non_clock_inputs
set_output_delay [expr $clk_period * $clk_io_pct] -clock clk0 [all_outputs]
### design.v
package axi_pkg;
    parameter [1:0] P_AXI_BURST_FIXED = 2'b00;
    parameter [1:0] P_AXI_BURST_INCR = 2'b01;
    parameter [1:0] P_AXI_BURST_WRAP = 2'b10;
    parameter [1:0] P_AXI_RESP_OKAY = 2'b00;
    parameter [1:0] P_AXI_RESP_EXOKAY = 2'b01;
    parameter [1:0] P_AXI_RESP_SLBERR = 2'b10;
    parameter [1:0] P_AXI_RESP_DECERR = 2'b11;
endpackage
`default_nettype none
module fifo_async #(
    parameter int BITWIDTH = 32,
    parameter int FIFO_SIZE = 8,   
    parameter int SYNC_FF_DEPTH = 2,
    parameter int ALMOST_FULL_SIZE = 5
) (
    input wire W_CLK,
    input wire R_CLK,
    input wire RST_N_W_CLK,
    input wire RST_N_R_CLK,
    input  wire                 W_EN,
    input  wire  [BITWIDTH-1:0] DATA_IN,
    input  wire                 R_EN,
    output logic [BITWIDTH-1:0] DATA_OUT,
    output logic                DATA_OUT_VALID,
    output logic                EMPTY,
    output logic                FULL,
    output logic                ALMOST_FULL
);
    localparam int ADDR_BITWIDTH = $clog2(FIFO_SIZE);
    wire                    write_valid;
    wire                    read_valid;
    logic [   BITWIDTH-1:0] data_ff         [0:FIFO_SIZE-1];
    logic [ADDR_BITWIDTH:0] w_ptr_w_clk;
    logic [ADDR_BITWIDTH:0] r_ptr_r_clk;
    logic [ADDR_BITWIDTH:0] w_ptr_next;
    logic [ADDR_BITWIDTH:0] r_ptr_next;
    logic [ADDR_BITWIDTH:0] w_ptr_bin_w_clk;
    logic [ADDR_BITWIDTH:0] r_ptr_bin_r_clk;
    logic [ADDR_BITWIDTH:0] w_ptr_r_clk;
    logic [ADDR_BITWIDTH:0] r_ptr_w_clk;
    logic [ADDR_BITWIDTH:0] fifo_cnt_w_clk;
    logic [ADDR_BITWIDTH:0] fifo_cnt_r_clk;
    function automatic [ADDR_BITWIDTH:0] bin_to_gray(input [ADDR_BITWIDTH:0] bin_data);
        bin_to_gray = bin_data ^ (bin_data >> 1);
    endfunction
    function automatic [ADDR_BITWIDTH:0] gray_to_bin(input [ADDR_BITWIDTH:0] gray_data);
        gray_to_bin[ADDR_BITWIDTH] = gray_data[ADDR_BITWIDTH];
        for (int i = ADDR_BITWIDTH - 1; i >= 0; i--) begin
            gray_to_bin[i] = gray_to_bin[i+1] ^ gray_data[i];
        end
    endfunction
    function automatic [ADDR_BITWIDTH:0] grayinc(input [ADDR_BITWIDTH:0] gray_data);
        logic [ADDR_BITWIDTH:0] bin_data;
        bin_data = gray_to_bin(gray_data);
        bin_data = bin_data + {{ADDR_BITWIDTH{1'b0}}, 1'b1};
        grayinc  = bin_to_gray(bin_data);
    endfunction
    assign write_valid = W_EN && !FULL;
    assign read_valid = R_EN && !EMPTY;
    assign w_ptr_bin_w_clk = gray_to_bin(w_ptr_w_clk);
    always_ff @(posedge W_CLK or negedge RST_N_W_CLK) begin
        if (!RST_N_W_CLK) begin
            for (int i = 0; i < FIFO_SIZE; i++) begin
                data_ff[i] <= '0;
            end
        end else if (write_valid) begin
            data_ff[w_ptr_bin_w_clk[ADDR_BITWIDTH-1:0]] <= DATA_IN;
        end
    end
    assign r_ptr_bin_r_clk = gray_to_bin(r_ptr_r_clk);
    always_ff @(posedge R_CLK or negedge RST_N_R_CLK) begin
        if (!RST_N_R_CLK) begin
            DATA_OUT <= '0;
            DATA_OUT_VALID <= 1'b0;
        end else if (read_valid) begin
            DATA_OUT <= data_ff[r_ptr_bin_r_clk[ADDR_BITWIDTH-1:0]];
            DATA_OUT_VALID <= 1'b1;
        end else begin
            DATA_OUT <= '0;
            DATA_OUT_VALID <= 1'b0;
        end
    end
    always_comb begin
        w_ptr_next = write_valid ? grayinc(w_ptr_w_clk) : w_ptr_w_clk;
        r_ptr_next = read_valid ? grayinc(r_ptr_r_clk) : r_ptr_r_clk;
    end
    always_ff @(posedge W_CLK or negedge RST_N_W_CLK) begin
        if (!RST_N_W_CLK) begin
            w_ptr_w_clk <= '0;
        end else begin
            w_ptr_w_clk <= w_ptr_next;
        end
    end
    always_ff @(posedge R_CLK or negedge RST_N_R_CLK) begin
        if (!RST_N_R_CLK) begin
            r_ptr_r_clk <= '0;
        end else begin
            r_ptr_r_clk <= r_ptr_next;
        end
    end
    genvar gi;
    generate
        for (gi = 0; gi <= ADDR_BITWIDTH; gi++) begin
            synchronizer #(
                .FF_DEPTH(SYNC_FF_DEPTH)
            ) wr2rd_synchronizer (
                .CLK(R_CLK),
                .RST_N(RST_N_R_CLK),
                .DATA_IN(w_ptr_w_clk[gi]),
                .DATA_OUT(w_ptr_r_clk[gi])
            );
            synchronizer #(
                .FF_DEPTH(SYNC_FF_DEPTH)
            ) rd2wd_synchronizer (
                .CLK(W_CLK),
                .RST_N(RST_N_W_CLK),
                .DATA_IN(r_ptr_r_clk[gi]),
                .DATA_OUT(r_ptr_w_clk[gi])
            );
        end
    endgenerate
    assign fifo_cnt_w_clk = gray_to_bin(w_ptr_next) - gray_to_bin(r_ptr_w_clk);
    always_ff @(posedge W_CLK or negedge RST_N_W_CLK) begin
        if (!RST_N_W_CLK) begin
            FULL <= 1'b0;
            ALMOST_FULL <= 1'b0;
        end else begin
            FULL <= (fifo_cnt_w_clk >= FIFO_SIZE);
            ALMOST_FULL <= (fifo_cnt_w_clk >= ALMOST_FULL_SIZE);
        end
    end
    always_ff @(posedge R_CLK or negedge RST_N_R_CLK) begin
        if (!RST_N_R_CLK) begin
            EMPTY <= 1'b1;
        end else begin
            EMPTY <= (w_ptr_r_clk == r_ptr_next);
        end
    end
    //synopsys translate_off   
    wr_gray_check :
    assert property (@(posedge W_CLK) disable iff (!RST_N_W_CLK) (write_valid) |=> $countones(
        w_ptr_w_clk ^ w_ptr_next
    ) == 1);
    rd_gray_check :
    assert property (@(posedge W_CLK) disable iff (!RST_N_W_CLK) (read_valid) |=> $countones(
        r_ptr_r_clk ^ r_ptr_next
    ) == 1);
    //synopsys translate_on
endmodule
`default_nettype wire
`default_nettype none
module synchronizer #(
    parameter int FF_DEPTH = 2
) (
    input  wire  CLK,
    input  wire  RST_N,
    input  wire  DATA_IN,
    output logic DATA_OUT
);
    generate
        if (FF_DEPTH == 0) begin
            assign DATA_OUT = DATA_IN;
        end else begin
            (* ASYNC_REG = "TRUE"*) logic [FF_DEPTH-1:0] sync_ff;
            always_ff @(posedge CLK or negedge RST_N) begin
                if (!RST_N) begin
                    sync_ff <= '0;
                end else begin
                    sync_ff[0] <= DATA_IN;
                    for (int i = 1; i < FF_DEPTH; i++) begin
                        sync_ff[i] <= sync_ff[i-1];
                    end
                end
            end
            assign DATA_OUT = sync_ff[FF_DEPTH-1];
        end
    endgenerate
endmodule
`default_nettype wire
### run.sh
#!/bin/bash
# OpenROAD 26Q1-2900-gdf79404cd8, Yosys 0.63+post, stock flow scripts
make -C /OpenROAD-flow-scripts/flow DESIGN_CONFIG=/design/flow/config.mk WORK_HOME=/design/flow/orfs finish
==> results.toml <==
# flow metrics
[floorplanning]
initCoreUtil_pct = 51.0
rows = 59
dieArea_um2 = 27300
io_pins = 74
fp.dieH_um = 165
coreArea_um2 = 26100
die_x_um = 165

[setup_path]
ff2ff_setup_slack_ps = 1160
r2r-start = "w_ptr_w_clk[3]$_DFF_PN0_"
rr_endpoint = "ALMOST_FULL$_DFF_PN0_"
crit_cells = 13
crit_fanout = 7
reg2reg_depth = 13
crit_arrival_ps = 4480
critPathLaunchType = "flip-flop"
cp_slowest_stage_delay_ps = 560
cp_top_family = "adder cells"
path_class = "reg -> reg"
required_ps = 5630
endpoint_kind = "flip-flop"
path_buffers = 2
cp_cell_sequence = "xnor2_2, inv_2, ha_1, inv_1, ha_1, nand2b_1, a2111oi_0, a311oi_1, xnor2_1, ha_1, a21oi_1, xnor3_1, or2_2"
critPathMostFrequentCell = "ha_1"
cpMaxStageDelayCell = "xnor2_2"

[route]
vias = 8406
avgViaCountPerCell = 5.99
n_antenna_cell = 0
detail_route.wl_per_cell_um = 22.5
totalWireLength_um = 31500
drt_pass1_iterations = 26
drtAntennaViolNets = 0
drtIter0Drc = 525
drc = 0

[place]
routabilityCongestion = 0.804
dpl.hpwl_um = 17200
port_buffers = 72
dpl_cell_area_um2 = 14500
place_ws_ps = 1150

[yosys]
ys_types = 48
synthCells = 975
ff_type = "dfrtp_1"
ys_seq_share_pct = 59.4
avgSynthCellArea_um2 = 13.7
yosys-stat-area_um2 = 13300
syn_area_um2 = 13300
edf_count = 0
ys.flops = 316
ys_cells = 975
yosysWarnings = 4
synthArstFlopShare_pct = 100

[sta]
worst_clock_skew_ps = 12.2
worst_pin_slew_ps = 858
max_slew_margin_pct = 42.8
worst_slack_ps = 1160
setup_viol = 0
final_hold_viol_count = 0
rsz0062_at_grt = "false"
setup-tns-final_ps = 0
maxSlewViolCount = 0

[layout]
lay_top_cells = "315 x dfrtp_1, 249 x mux2_2, 70 x clkdlybuf4s50_1"
fillers = 2111
layout-drive-gt1-share_pct = 32.8
finalInstanceArea_um2 = 15500
syn2layout_area_growth_pct = 16.5
lay_top_count = "dfrtp_1"

[min_path]
hold_path_end = "genblk1[1].rd2wd_synchronizer.genblk1.sync_ff[0]$_DFF_PN0_"
min_path_cells = 0
min_from = "r_ptr_r_clk[1]$_DFF_PN0_"
hp-class = "reg -> reg"

[global_routing]
grt_overflow = 0
grtUsageTotal_pct = 26.2
grt_start_max_net_pins = 73
grt_pass1_wl_um = 50600
grt_pass1_vias = 8579
antenna_found_initial = 1

[cts]
ctsResizeCount = 0
cts_tree = "built"
post_cts_buffers = 0
cts.sinks = 316
cts_hold_buffers = 0
clk_pin_slew_ps = 70

[pwr]
leakage_nw = 6.65
finalPower_mw = 11.8
vdd_drop_max_v = 0.000477
power.density_nw_per_um2 = 763

[run]
warnings = 32
max_cap_violations = 0

[outcome]
status = "completed"
[through the flow]
step                hold WS, ps  cells  util [%]
floorplan                   331    975         -
global placement            331   1345      55.3
detailed placement          339   1345      55.3
CTS                         225   1403      59.4
global route                257   1403      59.4
finish                      214   1403      59.4
[worst reg2reg max path: stages (launching register included)]
cell and delay [ps]:
dfrtp_1 450, xnor2_2 560, inv_2 260, ha_1 420, inv_1 80, ha_1 280, nand2b_1 180, a2111oi_0 380
a311oi_1 120, xnor2_1 180, ha_1 330, a21oi_1 150, xnor3_1 240, or2_2 300
[where the power goes]
group	switching (mW)	total (mW)	internal (mW)	leakage [nW]
sequential	0.581	4.21	3.63	3.91
clock	1.02	2.36	1.34	0.519
combinational	2.87	5.27	2.39	2.22
[layer usage]
metal  track usage [%]  vias up  wire [um]
met5                 0        -         11
met4              5.17        2        599
met3              5.68       45       1980
met2              37.5      235      14400
met1              43.6     4392      14500
li1                  -     3732          -
[worst max path at each step]
stage | endpoint | slack [ps] | startpoint
after CTS | ALMOST_FULL$_DFF_PN0_ | 1140 | w_ptr_w_clk[3]$_DFF_PN0_
final | ALMOST_FULL$_DFF_PN0_ | 1160 | w_ptr_w_clk[3]$_DFF_PN0_
after global routing | ALMOST_FULL$_DFF_PN0_ | 880 | w_ptr_w_clk[3]$_DFF_PN0_
[logic make-up (layout without fill, tap and decap cells)]
| kind of cell | count (synthesis) | after routing | share of synthesized area [%] |
|---|---|---|---|
| AOI/OAI and AO/OA | 182 | 182 | 9.94 |
| and+or+nand+nor | 110 | 110 | 3.59 |
| buffers and inverters | 78 | 171 | 2.60 |
| muxes | 257 | 257 | 21.7 |
| adders and majority gates | 14 | 14 | 1.37 |
| xor gates and xnor gates | 18 | 18 | 1.40 |
| DFF | 316 | 316 | 59.4 |
[registers in the layout, indices dropped and copies added, names as in the netlist]
signal and flops:
FULL 1, w_ptr_w_clk 4, DATA_OUT_VALID 1, EMPTY 1
genblk1.wr2rd_synchronizer.genblk1.sync_ff 8, DATA_OUT 32, ALMOST_FULL 1, data_ff 256
r_ptr_r_clk 4, genblk1.rd2wd_synchronizer.genblk1.sync_ff 8
[cells in the mapped netlist (2+ instances only)]
| library cell | n | area [um2] |
|---|---|---|
| dfrtp_1 | 315 | 7880 |
| mux2_2 | 249 | 2800 |
| nor2_1 | 66 | 248 |
| a22oi_1 | 54 | 405 |
| a21oi_1 | 46 | 230 |
| a222oi_1 | 32 | 320 |
| buf_2 | 31 | 155 |
| clkbuf_1 | 29 | 109 |
| nand2_1 | 27 | 101 |
| a211oi_1 | 26 | 195 |
| ha_1 | 13 | 163 |
| inv_1 | 11 | 41.3 |
| xnor2_1 | 9 | 78.8 |
| mux2_1 | 7 | 78.8 |
| a221oi_1 | 6 | 52.6 |
| xor2_1 | 6 | 52.6 |
| o21ai_0 | 5 | 25.0 |
| o21ai_1 | 5 | 25.0 |
| nor2_2 | 4 | 25.0 |
| inv_2 | 3 | 11.3 |
| buf_4 | 2 | 15.0 |
| nand2b_1 | 2 | 12.5 |
| xnor2_2 | 2 | 32.5 |
[final cells by class]
| class | count | area, um2 | share of cell area, % |
|---|---|---|---|
| Timing Repair Buffer | 99 | 936 | 6.03 |
| Tap cell | 335 | 419 | 2.70 |
| Inverter | 14 | 52.6 | 0.339 |
| Sequential cell | 316 | 7910 | 51.0 |
| Clock buffer | 47 | 961 | 6.19 |
| Clock inverter | 11 | 104 | 0.669 |
| Multi-Input combinational cell | 581 | 5140 | 33.1 |
Power and IR drop assume default switching activity.
